$ cat ./run.sh
#!/bin/bash
# OpenROAD 26Q1-2900-gdf79404cd8, Yosys 0.63+post, stock flow scripts
make -C /OpenROAD-flow-scripts/flow DESIGN_CONFIG=/design/flow/config.mk WORK_HOME=/design/flow/orfs finish
$ cat ./config.mk
export PLATFORM = sky130hd
export DESIGN_NAME = CPU
export DESIGN_NICKNAME = CPU
export VERILOG_FILES = /design/flow/design.v
export SDC_FILE = /design/flow/constraint.sdc
export NUM_CORES = 4
export LEC_CHECK = 1
export CORE_UTILIZATION = 40
export SYNTH_MEMORY_MAX_BITS = 65536
$ cat ./constraint.sdc
current_design CPU

set clk_period 17.8
set clk_io_pct 0.2

create_clock -name clk0 -period $clk_period [get_ports {clock}]

set non_clock_inputs [all_inputs -no_clocks]
set_input_delay [expr $clk_period * $clk_io_pct] -clock clk0 $non_clock_inputs
set_output_delay [expr $clk_period * $clk_io_pct] -clock clk0 [all_outputs]
$ cat ./design.v
module ALU1 (a, b, ainvert, binvert, op, less, carryin, carryout, result);
    input a, b, less, carryin, ainvert, binvert;
    input [1:0] op;
    output carryout, result;
    wire a1, b1, a_and_b, a_or_b, sum, c1, c2;
    wire not_a, not_b;
    not (not_a, a);
    not (not_b, b);
    Mux2To1 mux_a(.a(a), .b(not_a), .sel(ainvert), .y(a1));
    Mux2To1 mux_b(.a(b), .b(not_b), .sel(binvert), .y(b1));
    and (a_and_b, a1, b1);
    or  (a_or_b, a1, b1);
    xor (sum, a1, b1, carryin);
    and (c1, a1, b1);
    and (c2, a1 ^ b1, carryin);
    or  (carryout, c1, c2);
    Mux4To1 mux1 (.in0(a_and_b), .in1(a_or_b), .in2(sum), .in3(less), .sel(op), .y(result));
endmodule
module ALUmsb (a, b, ainvert, binvert, op, less, carryin, carryout, result, sum);
    input a, b, less, carryin, ainvert, binvert;
    input [1:0] op;
    output carryout, result, sum;
    wire a1, b1, a_and_b, a_or_b;
    wire not_a, not_b;
    not (not_a, a);
    not (not_b, b);
    Mux2To1 mux_a(.a(a), .b(not_a), .sel(ainvert), .y(a1));
    Mux2To1 mux_b(.a(b), .b(not_b), .sel(binvert), .y(b1));
    and (a_and_b, a1, b1);
    or  (a_or_b, a1, b1);
    xor (sum, a1, b1, carryin);
    and (carryout, a1 & b1, (a1 ^ b1) & carryin);
    Mux4To1 mux2 (.in0(a_and_b), .in1(a_or_b), .in2(sum), .in3(less), .sel(op), .y(result));
endmodule
module ALU (op, a, b, result, zero);
    input [3:0] op;
    input [15:0] a, b;
    output [15:0] result;
    output zero;
    wire [15:0] carry;
    wire set;
    ALU1 alu0 (a[0], b[0], op[3], op[2], op[1:0], set, op[2], carry[0], result[0]);
    ALU1 alu1 (a[1], b[1], op[3], op[2], op[1:0], 1'b0, carry[0], carry[1], result[1]);
    ALU1 alu2 (a[2], b[2], op[3], op[2], op[1:0], 1'b0, carry[1], carry[2], result[2]);
    ALU1 alu3 (a[3], b[3], op[3], op[2], op[1:0], 1'b0, carry[2], carry[3], result[3]);
    ALU1 alu4 (a[4], b[4], op[3], op[2], op[1:0], 1'b0, carry[3], carry[4], result[4]);
    ALU1 alu5 (a[5], b[5], op[3], op[2], op[1:0], 1'b0, carry[4], carry[5], result[5]);
    ALU1 alu6 (a[6], b[6], op[3], op[2], op[1:0], 1'b0, carry[5], carry[6], result[6]);
    ALU1 alu7 (a[7], b[7], op[3], op[2], op[1:0], 1'b0, carry[6], carry[7], result[7]);
    ALU1 alu8 (a[8], b[8], op[3], op[2], op[1:0], 1'b0, carry[7], carry[8], result[8]);
    ALU1 alu9 (a[9], b[9], op[3], op[2], op[1:0], 1'b0, carry[8], carry[9], result[9]);
    ALU1 alu10 (a[10], b[10], op[3], op[2], op[1:0], 1'b0, carry[9], carry[10], result[10]);
    ALU1 alu11 (a[11], b[11], op[3], op[2], op[1:0], 1'b0, carry[10], carry[11], result[11]);
    ALU1 alu12 (a[12], b[12], op[3], op[2], op[1:0], 1'b0, carry[11], carry[12], result[12]);
    ALU1 alu13 (a[13], b[13], op[3], op[2], op[1:0], 1'b0, carry[12], carry[13], result[13]);
    ALU1 alu14 (a[14], b[14], op[3], op[2], op[1:0], 1'b0, carry[13], carry[14], result[14]);
    ALUmsb alu15 (a[15], b[15], op[3], op[2], op[1:0], 1'b0, carry[14], carry[15], result[15], set);
    nor nor1(zero, result[0], result[1], result[2], result[3], result[4], result[5], result[6], result[7], 
             result[8], result[9], result[10], result[11], result[12], result[13], result[14], result[15]);
endmodule
module CPU (
    input clock,
    output [15:0] PC,
    output [15:0] ALUOut,
    output [15:0] IR
);
    reg [15:0] PC_reg;
    reg halt;
    wire [15:0] NextPC, A, RD2, B, SignExtend;
    wire [3:0] ALUControl;
    wire [1:0] WR;
    wire RegDst, ALUSrc, RegWrite, Zero;
    InstructionMemory instr_mem (.Address(PC_reg), .Instruction(IR));
    initial begin
        PC_reg = 0;
        halt = 0;
    end
    assign PC = PC_reg;
    ControlUnit MainCtr(.Op(IR[15:12]), .RegDst(RegDst), .ALUSrc(ALUSrc), .RegWrite(RegWrite), .ALUControl(ALUControl));
    RegisterFile rf(.RR1(IR[11:10]), .RR2(IR[9:8]), .WR(WR), .WD(ALUOut), .RegWrite(RegWrite), .clock(clock), .RD1(A), .RD2(RD2));
    assign SignExtend = {{8{IR[7]}}, IR[7:0]};
    Mux2To1 #(2) RegDstMux (.a(IR[9:8]), .b(IR[7:6]), .sel(RegDst), .y(WR));
    Mux2To1 #(16) ALUSrcMux (.a(RD2), .b(SignExtend), .sel(ALUSrc), .y(B));
    ALU ex(.op(ALUControl), .a(A), .b(B), .result(ALUOut), .zero(Zero));
    ALU fetch(.op(4'b0010), .a(PC_reg), .b(16'd2), .result(NextPC), .zero());
    always @(negedge clock) begin
        if (IR == 16'hFFFF)
            halt <= 1;
        if (!halt)
            PC_reg <= NextPC;
    end
endmodule
module ControlUnit (
    input [3:0] Op,
    output reg RegDst,
    output reg ALUSrc,
    output reg RegWrite,
    output reg [3:0] ALUControl
);
    always @(*)
        case (Op)
            4'b0000: begin
                RegDst   = 1;
                ALUSrc   = 0;
                RegWrite = 1;
                ALUControl   = 4'b0010;
            end
            4'b0001: begin
                RegDst   = 1;
                ALUSrc   = 0;
                RegWrite = 1;
                ALUControl   = 4'b0110;
            end
            4'b0010: begin
                RegDst   = 1;
                ALUSrc   = 0;
                RegWrite = 1;
                ALUControl   = 4'b0000;
            end
            4'b0011: begin
                RegDst   = 1;
                ALUSrc   = 0;
                RegWrite = 1;
                ALUControl   = 4'b0001;
            end
            4'b0100: begin
                RegDst   = 1;
                ALUSrc   = 0;
                RegWrite = 1;
                ALUControl   = 4'b1100;
            end
            4'b0101: begin
                RegDst   = 1;
                ALUSrc   = 0;
                RegWrite = 1;
                ALUControl   = 4'b1101;
            end
            4'b0110: begin
                RegDst   = 1;
                ALUSrc   = 0;
                RegWrite = 1;
                ALUControl   = 4'b0111;
            end
            4'b0111: begin
                RegDst   = 0;
                ALUSrc   = 1;
                RegWrite = 1;
                ALUControl   = 4'b0010;
            end
            default: begin
                RegDst   = 0;
                ALUSrc   = 0;
                RegWrite = 0;
                ALUControl   = 4'b0000;
            end
        endcase
endmodule
module InstructionMemory (
    input [15:0] Address,
    output [15:0] Instruction
);
    reg [15:0] IMemory[0:1023];
    assign Instruction = IMemory[Address >> 1];
    initial begin
        IMemory[0] = 16'b0111_00_01_00001111;
        IMemory[1] = 16'b0111_00_10_00000111;
        IMemory[2] = 16'b0010_01_10_11_000000;
        IMemory[3] = 16'b0001_01_10_11_000000; 
        IMemory[4] = 16'b0011_10_01_10_000000;
        IMemory[5] = 16'b0000_01_10_11_000000; 
        IMemory[6] = 16'b0100_01_11_01_000000;
        IMemory[7] = 16'b0111_00_01_00001111;
        IMemory[8] = 16'b0110_01_01_11_111111;
        IMemory[9] = 16'hFFFF;
    end
endmodule
module Mux2To1 #(parameter N = 1) (input [N-1:0] a, input [N-1:0] b, input sel, output [N-1:0] y);
    genvar i;
    generate
        for (i = 0; i < N; i = i + 1) begin: mux_loop
            wire sel_n, a_and_sel_n, b_and_sel;
            not (sel_n, sel);
            and (a_and_sel_n, a[i], sel_n);
            and (b_and_sel, b[i], sel);
            or  (y[i], a_and_sel_n, b_and_sel);
        end
    endgenerate
endmodule
module Mux4To1(input in0, input in1, input in2, input in3, input [1:0] sel, output y);
    wire sel0_n, sel1_n, and0, and1, and2, and3;
    not (sel0_n, sel[0]);
    not (sel1_n, sel[1]);
    and (and0, in0, sel1_n, sel0_n);
    and (and1, in1, sel1_n, sel[0]);
    and (and2, in2, sel[1], sel0_n);
    and (and3, in3, sel[1], sel[0]);
    or (y, and0, and1, and2, and3);
endmodule
module RegisterFile (
    input [1:0] RR1, RR2,             
    input [1:0] WR,                   
    input [15:0] WD,                  
    input RegWrite,                   
    input clock,                      
    output [15:0] RD1, RD2            
);
    reg [15:0] Regs[0:3];             
    assign RD1 = Regs[RR1];           
    assign RD2 = Regs[RR2];           
    initial begin
        Regs[0] = 0;
        Regs[1] = 0;
        Regs[2] = 0;
        Regs[3] = 0;
    end
    always @(negedge clock)
        if (RegWrite == 1 && WR != 0)
            Regs[WR] <= WD;
endmodule
==> out/metrics.yaml <==
initial_core_util_pct: 41.8
finalHoldViolCount: 0
vias_per_cell: 4.99
p_seq_share_pct: 23.3
setup_violations: 10
violations: "setup timing"
htreeDepth: 3
fp.coreArea_um2: 13500
seq_area_um2: 2400
antenna_found_initial: 0
peakVddDrop_mv: 0.132
internal_power_uw: 978
wl_per_cell_um: 15.8
switching_share_pct: 37.9
grt_start_max_net_pins: 30
setup.worst_path.start_class: "flop"
dp.cells: 700
vias: 4042
row_count: 42
ys_seq_share_pct: 42.7
area_growth_syn_to_layout_pct: 34.3
slew_headroom_pct: 37.5
synth_top_flop_cell: "edfxtp_1"
lay_top_cells: "116 x inv_1, 105 x buf_4, 80 x edfxtp_1, 46 x ha_1, 36 x clkdlybuf4s50_1"
clk_latency_ns: 0.40
clock_skew_ns: 0.0149
cpPeakStageDelay_ns: 0.38
gp_congestion: 0.932
yosys_warnings: 4
worst_slack_ns: -2.71
logic_area_um2: 2890
worst_pin_slew_ns: 0.934
cts_buffers: 9
crit_path_max_fanout: 4
gr-total-overflow: 0
syn_area_um2: 5620
drv_slew: 0
ios: 49
tool_warnings: 140
chipArea_um2: 14500
largest_register_ffs: 64
drc_errors: 0
io_buffers: 47
end_kind: "output pin"
drive_above_1_share_pct: 35.0
rsz0062_at_grt: "true"
hold_buffers: 0
power_frac_comb_pct: 60.0
ys_types: 51
crit_type: "reg -> out"
place_area_um2: 6740
diodes: 0
switchingPower_uw: 597
dp_hpwl_mm: 8.99
grt_pass1_wl_mm: 20.9
pwr-share-clk_pct: 16.7
power.density_nw_per_um2: 209
worstPathRequired_ns: 14.24
layout_top_cell: "inv_1"
root_buffer: "clkbuf_16"
clk_pin_slew_ns: 0.03
ant_nets: 0
die.size.x_um: 121
die_h_um: 121
cts.sinks: 80
grt_util_all_layers_pct: 20.2
wirelength_mm: 12.8
synthCells: 441
drt_iter0_drc: 147
syn_area_per_cell_um2: 12.7
hold_class: "reg -> reg"
leakage_nw: 3.40
edf_count: 80
worstPathArrival_ns: 16.95
design_area_um2: 7550
crit_top_cell: "fa_2"
cts_tree: "yes"
firstDrtPassIters: 4
ys_area_um2: 5620
yosys_cells: 441
grt_pass1_vias: 4307
crit_slowest_cell: "fa_2"
synth_async_sr_flop_share_pct: 0
final_core_util_pct: 56.1
fin_cells: 810
synth_flops: 80
status: "complete, but fails checks"
fill_cells: 1093
cts_buffer_depth: 2
drv_cap: 0
## final cells by class
| type | count | share of cell area, % |
|---|---|---|
| clock inverters | 86 | 5.19 |
| flip-flops and latches | 80 | 31.8 |
| inverters | 43 | 2.17 |
| repair buffers | 156 | 16.6 |
| well taps | 176 | 2.92 |
| clock buffers | 9 | 2.98 |
| multi-input cells | 260 | 38.3 |
## stage by stage
step | hold slack [ns] | setup WS [ns] | TNS, ns | power [mW]
finish | 0.557 | -2.71 | -16.51 | 1.58
global route | 0.579 | -2.96 | -18.90 | 1.73
CTS | 0.563 | -2.73 | -16.77 | 1.55
detailed placement | 0.557 | -2.70 | -17.19 | 1.27
global placement | 0.548 | -2.62 | -16.57 | 1.26
floorplan | 0.539 | -2.20 | -12.51 | 0.966
## power groups by stage
stage	clock network, mW	logic [mW]	registers [mW]
4_1_cts	0.276	0.909	0.366
5_1_grt	0.294	1.06	0.374
6_report	0.263	0.945	0.367
## cell usage after synthesis (2+ instances only)
cell type | instances | area (um2)
a211oi_1 | 2 | 15.0
a21oi_1 | 19 | 95.1
a22oi_1 | 2 | 15.0
and4_1 | 2 | 17.5
buf_1 | 2 | 7.51
buf_2 | 8 | 40.0
buf_4 | 39 | 293
clkbuf_1 | 7 | 26.3
conb_1 | 2 | 7.51
edfxtp_1 | 80 | 2400
fa_1 | 14 | 280
ha_1 | 48 | 601
inv_1 | 42 | 158
mux2i_1 | 3 | 30.0
mux4_1 | 7 | 184
mux4_2 | 23 | 518
nand2_1 | 12 | 45.0
nand3_1 | 3 | 15.0
nor2_1 | 22 | 82.6
nor2b_1 | 5 | 31.3
o2111ai_1 | 3 | 26.3
o211ai_1 | 3 | 22.5
o21a_1 | 3 | 22.5
o21ai_0 | 12 | 60.1
o21ai_1 | 8 | 40.0
o22ai_1 | 14 | 87.6
xnor2_1 | 32 | 280
## timing repair
action | CTS | global route
pin swaps | 19 | 11
resized | 43 | 21
endpoints found under the setup margin | 12 | 12
gates cloned | 0 | 1
setup buffers | 9 | 7
## critical path: cells and delay by family (launching register included)
family	cells	cell delay, ns
xor gates and xnor gates	1	0.16
muxes	1	0.09
AOI/OAI and AO/OA	5	1.00
and+or+nand+nor	2	0.19
DFF	1	0.37
buffers and inverters	4	0.44
adders and majority gates	16	5.40
## worst paths after layout
path              cells after the start        from             to  slack (ns)
hold reg to reg                       1  PC_reg[13]     PC_reg[13]        0.56
setup / recovery                     29   PC_reg[1]      ALUOut[0]       -2.71
hold / removal                        1  PC_reg[13]     PC_reg[13]        0.56
setup reg to reg                     30   PC_reg[1]  rf.Regs[1][0]        9.75
## layer usage
layer	vias up	track usage, %	share of wire [%]
li1	1935	-	-
met1	1911	29.4	44
met2	175	27.4	44
met3	21	11.0	10
met4	0	6.25	1.9
met5	-	0	0
## cell families after synthesis
logic type	Yosys count	synth area share, %
other cells	2	0.134
mux	33	13.0
flops	80	42.7
xor+xnor	33	5.14
simple gates	57	5.25
compound gates	73	8.35
buf+inv	101	9.70
fa+ha+maj	62	15.7
No activity file was given, so power comes from the tool's default toggle rates.
